[run.sh]
#!/bin/bash
# OpenROAD 26Q1-2900-gdf79404cd8, Yosys 0.63+post, stock flow scripts
make -C /OpenROAD-flow-scripts/flow DESIGN_CONFIG=/design/flow/config.mk WORK_HOME=/design/flow/orfs finish
[config.mk]
export PLATFORM = sky130hd
export DESIGN_NAME = Addern
export DESIGN_NICKNAME = Addern
export VERILOG_FILES = /design/flow/design.v
export SDC_FILE = /design/flow/constraint.sdc
export NUM_CORES = 4
export LEC_CHECK = 1
export CORE_AREA = 10 10 80 80
export DIE_AREA = 0 0 90 90
[constraint.sdc]
current_design Addern

set clk_period 11.8
set clk_io_pct 0.2

create_clock -name clk0 -period $clk_period

set non_clock_inputs [all_inputs -no_clocks]
set_input_delay [expr $clk_period * $clk_io_pct] -clock clk0 $non_clock_inputs
set_output_delay [expr $clk_period * $clk_io_pct] -clock clk0 [all_outputs]
[design.v]
module Addern (Cin, X, Y, Sum, Cout);
	parameter n = 16;
	input Cin;
	input [n-1:0] X, Y;
	output [n-1:0] Sum;
	output Cout;
	assign {Cout, Sum} = X + Y + Cin;
endmodule
==> qor.txt <==
DRT iter0 DRCs: 19
Yosys warns: 0
Chip area: 8100 sq um
Row count: 25
Post-synthesis cell count: 89
DIE WIDTH: 90 um
Worst hold path class: in -> out
RSZ-0062 raised after global routing: no
Layout Utilization: 27.9%
Status: finished clean
Hold path cells: 4
Share of layout cells above drive strength 1: 7.91%
Vias in the first global route: 833
CTS resizes: 0
Final Hold Viols: 0
Leakage power: 0.526 nW
Critical path endpoint category: primary output
Boundary pin count: 50
Netlist cell types: 31
Hold endpoint: Sum[15]
Startpoint Class: input pin
Peak supply drop: 0.0246 mV
First-pass GRT wire length: 3880 um
Port Buffers: 50
Post-CTS Repair Setup Buffers: 0
Vias per cell: 3.89
Worst Tran Pin Value: 0.359 ns
Ys cells: 89
Hold path start: Y[15]
Largest net degree at the start of global routing: 7
Maxcap violations: 0
Layout sequential cell count: 0
Post-route ant nets: 0
Finished Cell Area: 1320 sq um
Diode count: 0
Setup TNS Final: 0 ns
Critical path type: in -> out
Initial antenna violation count: 0
Crit share post-route: 64.9%
Core area: 4720 sq um
Max Fanout on Critical Path: 2
Synthesized area: 733 sq um
GR Overflow Total: 0
Chip height: 90 um
WL per Instance: 11.3 um
Via count: 802
First-pass iteration count of the detailed router: 4
DP Wirelength: 2150 um
Routability congestion estimate: 0.736
Syn-to-layout area delta: 79.7%
Starting density of the core: 15.5%
Tool warning count: 32
Syn avg cell area: 8.24 sq um
Clock buf count: 0
Fin crit period: 7.66 ns
FF/Latch Area: 0 sq um
Fmax: 130 MHz
Pwr dens: 56.7 nW/um^2
Max Transition Viols Final: 0
Post-synth seq share: 0%
WP data arrival: 5.30 ns
Hold_buf cts: 0
# DRC: 0
Yosys stat area: 733 sq um
Final WL: 2340 um
Rel. slew slack: 75.8%
Placed standard-cell area: 1320 sq um
Gr usage total: 5.49%
Final setup viols: 0
Critical Path RT: 9.44 ns
## stage by stage
stage | std cells | hold slack (ns) | power [mW] | setup slack (ns)
detailed placement | 206 | 5.82 | 0.0760 | 4.11
finish | 206 | 5.80 | 0.0747 | 4.14
global route | 206 | 5.84 | 0.0827 | 3.92
global placement | 206 | 5.81 | 0.0761 | 4.11
CTS | 206 | 5.81 | 0.0766 | 4.09
floorplan | 89 | 4.82 | 0.0333 | 5.19
## cells in the final DEF (no fill, tap or decap)
| cell type | instances |
|---|---|
| clkdlybuf4s50_1 | 50 |
| ha_1 | 15 |
| a21oi_1 | 9 |
| xnor2_1 | 9 |
| xor2_1 | 5 |
| inv_1 | 4 |
| o21ai_0 | 4 |
| nand2_1 | 4 |
| a21o_1 | 4 |
| nand3_1 | 3 |
| a21oi_2 | 3 |
| o21bai_1 | 3 |
| nor2_1 | 3 |
| o21ai_2 | 2 |
| o21a_1 | 2 |
| nand2b_1 | 2 |
| fa_1 | 2 |
| a21o_2 | 1 |
| o21ai_1 | 1 |
| a211oi_2 | 1 |
| or2_2 | 1 |
| o221ai_2 | 1 |
| and3_1 | 1 |
| a221o_1 | 1 |
| and4_1 | 1 |
| o2bb2ai_1 | 1 |
| nor2b_1 | 1 |
| a211o_1 | 1 |
| o31ai_2 | 1 |
| a31oi_1 | 1 |
| a2111oi_2 | 1 |
| o31ai_1 | 1 |
## power breakdown
group	switching, mW	leakage [nW]	internal (mW)
sequential	0	0	0
combinational	0.0264	0.526	0.0484
clock	0	0	0
## worst max-delay path: stages
cell	delay (ns)
clkdlybuf4s50_1	0.43
fa_1	0.46
fa_1	0.43
a21oi_2	0.20
o21ai_2	0.10
a2111oi_2	0.40
o31ai_1	0.12
a21oi_1	0.18
xnor2_1	0.13
clkdlybuf4s50_1	0.50
## layer usage
| layer | GRT usage [%] | wire, um | part of all wire, % |
|---|---|---|---|
| met5 | 0 | 0 | 0 |
| met4 | 0 | 0 | 0 |
| met3 | 0.922 | 115 | 4.9 |
| met2 | 8.66 | 969 | 41 |
| met1 | 8.11 | 1250 | 54 |
## kinds of logic after synthesis
kind of cell             count (synthesis)  synth area share, %
adder cells (fa/ha/maj)                 17                 31.1
buffers and inverters                    4                 2.05
AND/OR/NAND/NOR                         16                 11.1
AND-OR/OR-AND                           38                 39.1
XOR/XNOR                                14                 16.7
## how the worst max path moves through the flow
stage | start | to | slack (ns) | cells past startpoint
CTS | X[0] | Sum[10] | 4.09 | 10
global route | X[0] | Sum[10] | 3.92 | 10
finish | X[0] | Sum[10] | 4.14 | 10
## final cells by class
class,instances,area [sq um]
fill,523,3410
inverter,4,15.0
multi-input combinational,85,718
tap,67,83.8
timing repair buffer,50,500
## synthesized netlist by cell type
library cell / number / area (sq um)
a2111oi_2: 1 / 15.0
a211o_1: 1 / 8.76
a211oi_2: 1 / 12.5
a21o_1: 4 / 30.0
a21o_2: 1 / 8.76
a21oi_1: 9 / 45.0
a21oi_2: 3 / 26.3
a221o_1: 1 / 10.0
a31oi_1: 1 / 6.26
and3_1: 1 / 6.26
and4_1: 1 / 8.76
fa_1: 2 / 40.0
ha_1: 15 / 188
inv_1: 4 / 15.0
nand2_1: 4 / 15.0
nand2b_1: 2 / 12.5
nand3_1: 3 / 15.0
nor2_1: 3 / 11.3
nor2b_1: 1 / 6.26
o21a_1: 2 / 15.0
o21ai_0: 4 / 20.0
o21ai_1: 1 / 5.00
o21ai_2: 2 / 17.5
o21bai_1: 3 / 22.5
o221ai_2: 1 / 15.0
o2bb2ai_1: 1 / 8.76
o31ai_1: 1 / 7.51
o31ai_2: 1 / 12.5
or2_2: 1 / 6.26
xnor2_1: 9 / 78.8
xor2_1: 5 / 43.8
Power and IR drop assume default switching activity.
