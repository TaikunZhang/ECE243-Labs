[run.sh]
#!/bin/bash
# OpenROAD 26Q1-2900-gdf79404cd8, Yosys 0.63+post, stock flow scripts
make -C /OpenROAD-flow-scripts/flow DESIGN_CONFIG=/design/flow/config.mk WORK_HOME=/design/flow/orfs finish
[config.mk]
export PLATFORM = sky130hd
export DESIGN_NAME = part1
export DESIGN_NICKNAME = part1
export VERILOG_FILES = /design/flow/design.v
export SDC_FILE = /design/flow/constraint.sdc
export NUM_CORES = 4
export LEC_CHECK = 1
export CORE_UTILIZATION = 40
[constraint.sdc]
current_design part1

set clk_period 12.5
set clk_io_pct 0.2

create_clock -name clk0 -period $clk_period [get_ports {KEY}]

set non_clock_inputs [all_inputs -no_clocks]
set_input_delay [expr $clk_period * $clk_io_pct] -clock clk0 $non_clock_inputs
set_output_delay [expr $clk_period * $clk_io_pct] -clock clk0 [all_outputs]
[design.v]
`timescale 1ns/1ns
module part1 (KEY, SW, LEDR);
	input [1:0] KEY;
	input [9:0] SW;
	output [9:0] LEDR;	
	wire Resetn, Clock, Run, Done;
	wire [8:0] DIN, Bus;
	assign Resetn = KEY[0];
	assign Clock = KEY[1];	
	assign DIN = SW[8:0];
	assign Run = SW[9];
	proc U1 (DIN, Resetn, Clock, Run, Done, Bus);
	assign LEDR[8:0] = Bus;
	assign LEDR[9] = Done;
endmodule
`timescale 1ns/1ns
module proc(DIN, Resetn, Clock, Run, Done, BusWires);
	input [8:0] DIN;
	input Resetn, Clock, Run;
	output Done;
	output [8:0] BusWires;
	parameter T0 = 2'b00, T1 = 2'b01, T2 = 2'b10, T3 = 2'b11;
	reg [8:0] BusWires;
	reg [0:7] Rin, Rout;
	reg [8:0] Sum;
	reg IRin, Done, DINout, Ain, Gin, Gout, AddSub;
	reg [1:0] Tstep_Q, Tstep_D;
	wire [2:0] I;
	wire [0:7] Xreg, Yreg;
	wire [8:0] R0, R1, R2, R3, R4, R5, R6, R7, A, G;
	wire [1:9] IR;
	wire [1:10] Sel;  
	assign I = IR[1:3];
	dec3to8 decX (IR[4:6], 1'b1, Xreg);
	dec3to8 decY (IR[7:9], 1'b1, Yreg);
	always @(Tstep_Q, Run, Done)
	begin
		case (Tstep_Q)
			T0:  
				if (~Run) Tstep_D = T0;
				else Tstep_D = T1;
	 		T1:  
				if (Done) Tstep_D = T0;
				else Tstep_D = T2;
			T2:  
 				Tstep_D = T3;
			T3:  
 				Tstep_D = T0;
		endcase
	end
  	parameter mv = 3'b000, mvi = 3'b001, add = 3'b010, sub = 3'b011;
	always @(Tstep_Q or I or Xreg or Yreg)
	begin
		Done = 1'b0; Ain = 1'b0; Gin = 1'b0; Gout = 1'b0; AddSub = 1'b0;	 
		IRin = 1'b0; DINout = 1'b0; Rin = 8'b0; Rout = 8'b0;					 
		case (Tstep_Q)
			T0:  
				begin
					IRin = 1'b1;
				end
			T1:    
				case (I)
					mv:  
					begin
						Rout=Yreg;
						Rin=Xreg;
						Done=1'b1;
					end
					mvi:  
					begin
						Rin=Xreg;
						DINout=1'b1;
						Done=1'b1;
					end
					add, sub:  
					begin
						Rout=Xreg;
						Ain=1'b1;
					end
					default: ; 
				endcase
			T2:    
				case (I)
					add:  
					begin
						Gin=1'b1;
						Rout=Yreg;
					end
					sub:  
					begin
						AddSub=1'b1;
						Gin=1'b1;
						Rout=Yreg;
					end
					default: ; 
				endcase
			T3:    
				case (I)
					add, sub:  
					begin
						Gout=1'b1;
						Rin=Xreg;
						Done=1'b1;
					end
					default: ;
				endcase
		endcase
	end
	always @(posedge Clock, negedge Resetn)
		if (!Resetn)
			Tstep_Q <= T0;
		else
			Tstep_Q <= Tstep_D;	
	regn reg_0 (BusWires, Rin[0], Clock, R0);
	regn reg_1 (BusWires, Rin[1], Clock, R1);
	regn reg_2 (BusWires, Rin[2], Clock, R2);
	regn reg_3 (BusWires, Rin[3], Clock, R3);
	regn reg_4 (BusWires, Rin[4], Clock, R4);
	regn reg_5 (BusWires, Rin[5], Clock, R5);
	regn reg_6 (BusWires, Rin[6], Clock, R6);
	regn reg_7 (BusWires, Rin[7], Clock, R7);
	regn reg_A (BusWires, Ain, Clock, A);
	regn #(.n(9)) reg_IR (DIN[8:0], IRin, Clock, IR);
	always @(AddSub or A or BusWires)
		begin
		if (!AddSub)
			Sum = A + BusWires;
	    else
			Sum = A - BusWires;
		end
	regn reg_G (Sum, Gin, Clock, G);
	assign Sel = {Rout, Gout, DINout};
	always @(*)
	begin
		if (Sel == 10'b1000000000)
			BusWires = R0;
   	else if (Sel == 10'b0100000000)
			BusWires = R1;
		else if (Sel == 10'b0010000000)
			BusWires = R2;
		else if (Sel == 10'b0001000000)
			BusWires = R3;
		else if (Sel == 10'b0000100000)
			BusWires = R4;
		else if (Sel == 10'b0000010000)
			BusWires = R5;
		else if (Sel == 10'b0000001000)
			BusWires = R6;
		else if (Sel == 10'b0000000100)
			BusWires = R7;
		else if (Sel == 10'b0000000010)
			BusWires = G;
   	else BusWires = DIN;
	end	
endmodule
module dec3to8(W, En, Y);
	input [2:0] W;
	input En;
	output [0:7] Y;
	reg [0:7] Y;
	always @(W or En)
	begin
		if (En == 1)
			case (W)
				3'b000: Y = 8'b10000000;
	   	   3'b001: Y = 8'b01000000;
				3'b010: Y = 8'b00100000;
				3'b011: Y = 8'b00010000;
				3'b100: Y = 8'b00001000;
				3'b101: Y = 8'b00000100;
				3'b110: Y = 8'b00000010;
				3'b111: Y = 8'b00000001;
			endcase
		else 
			Y = 8'b00000000;
	end
endmodule
module regn(R, Rin, Clock, Q);
	parameter n = 9;
	input [n-1:0] R;
	input Rin, Clock;
	output [n-1:0] Q;
	reg [n-1:0] Q;
	always @(posedge Clock)
	 	if (Rin)
			Q <= R;
endmodule
==> flow_metrics.env <==
# source this file to load flow results
export IMPL_status="complete, but fails checks"
export IMPL_violations="design-rule violations, negative hold slack"
export IMPL_switchingPower_uw=232
export IMPL_path_max_fanout=10
export IMPL_synth_top_area_share_pct=49.1
export IMPL_startpoint="SW[2]"
export IMPL_drc_errors=1
export IMPL_hold_path_class="clock port to async pin"
export IMPL_synthCells=483
export IMPL_overflow=0
export IMPL_slowest_stage="clkdlybuf4s50_1"
export IMPL_clock_skew_ns=0.00274
export IMPL_pre_cts_slack_ns=5.23
export IMPL_wl_met1_um=6570
export IMPL_end_kind="output pin"
export IMPL_synth_warnings=4
export IMPL_postPlaceCellArea_um2=6440
export IMPL_routedWlPerCell_um=21.4
export IMPL_most_common_layout_cells="edfxtp_1, nor2_1, nand2_1"
export IMPL_ctsResizeCount=0
export IMPL_seq_area_frac_synth_pct=56.1
export IMPL_leakage_uw=0.00248
export IMPL_crit_type="primary input to output pin"
export IMPL_routed_top_layer="met4"
export IMPL_fmax_mhz=138
export IMPL_antenna_diode_count=0
export IMPL_grt_pass1_wl_um=24100
export IMPL_dieArea_um2=15600
export IMPL_r2r_slack_ns=6.49
export IMPL_final_hold_violation_count=4
export IMPL_log_warning_count=174
export IMPL_cts_clk_slew_worst_paths_ns=0.05
export IMPL_rr_worst_depth=22
export IMPL_coreArea_um2=14600
export IMPL_drive_gt1_share_pct=17.6
export IMPL_routed_via_density=5.91
export IMPL_r2r_end="U1.reg_G.Q[8]$_DFFE_PP_"
export IMPL_cts_setup_buffers=0
export IMPL_rr_startpoint="U1.Tstep_Q[3]$_DFF_PN0_"
export IMPL_hpwl_um=11100
export IMPL_largest_area_cell="edfxtp_1"
export IMPL_slew_headroom_pct=39.1
export IMPL_comb_power_share_pct=13.4
export IMPL_setup_tns_final_ns=0
export IMPL_layout_top_cell="edfxtp_1"
export IMPL_ys_types=95
export IMPL_seqPwrFrac_pct=44.6
export IMPL_finalSetupViolCount=0
export IMPL_syn_area_um2=6050
export IMPL_dr_wl_met2_um=7300
export IMPL_rsz0062_at_grt="no"
export IMPL_die_w_um=125
export IMPL_power_density_nw_per_um2=148
export IMPL_floorplan_core_util_pct=41.3
export IMPL_yosys_area_um2=6050
export IMPL_p_int_uw=817
export IMPL_clock_latency_ns=0.36
export IMPL_arrival_ns=4.75
export IMPL_ioPinCount=22
export IMPL_post_route_util_pct=48.3
export IMPL_irDropWorstVdd_uv=93.5
export IMPL_fin_crit_ns=7.25
export IMPL_maxCapViolCount=0
export IMPL_fillers=1251
export IMPL_tightest_slew_ns=0.906
export IMPL_drtPass1Iterations=46
export IMPL_grt_use_total_pct=21.6
export IMPL_met3WireLength_um=1210
export IMPL_clockPowerShare_pct=42.0
export IMPL_critPathMostFrequentCell="clkdlybuf4s50_1"
export IMPL_synthArstFlopShare_pct=3.36
export IMPL_final_area_um2=7070
export IMPL_area_delta_synth_final_pct=16.8
export IMPL_ys_flops=119
export IMPL_slew_violations=0
export IMPL_crit_path_max_incr_delay_ns=0.48
export IMPL_antenna_found_initial=0
export IMPL_wl_um=15400
export IMPL_cts_hold_buf=0
export IMPL_cts_tree="done"
export IMPL_start_kind="primary input"
export IMPL_sw_frac_of_total_pct=22.1
export IMPL_setup_slack_ns=5.25
export IMPL_via_count=4238
export IMPL_edf_count=99
export IMPL_postRouteAntennaNets=0
export IMPL_crit_required_ns=10.00
export IMPL_synth_avg_cell_area_um2=12.5
export IMPL_ys_cells=483
export IMPL_crit_path_cell_trace="clkdlybuf4s50_1 -> mux2_1 -> o211ai_1 -> a211oi_1 -> a211oi_2 -> inv_1 -> clkdlybuf4s50_1"
export IMPL_io_buffers=20
export IMPL_rows=44
export IMPL_min_period_over_period_pct=58.0
export IMPL_topCellsByArea="edfxtp_1, dfxtp_1, nor2_1"
export IMPL_grt_max_degree=30
export IMPL_hold_slack_ns=-0.456
export IMPL_synth_main_ff_cell="edfxtp_1"
export IMPL_die_height_um=125
export IMPL_gp_congestion=0.949
export IMPL_grt_pass1_vias=4312
export IMPL_drt_initial_drc_count=385
## cells by family (layout without fill, tap and decap cells)
family	Yosys count	in the layout	share of synthesized area (%)
and+or+nand+nor	153	153	15.0
AOI/OAI and AO/OA	137	137	19.0
DFF	119	119	56.1
buffers and inverters	35	85	3.10
xor gates and xnor gates	15	15	2.17
muxes	14	14	2.48
adders and majority gates	10	10	2.19
## routing by layer
metal,up-vias,GRT usage (%)
met5,-,0
met4,0,4.59
met3,24,8.77
met2,160,33.0
met1,2061,30.8
li1,1993,-
## registers in the layout (all words and copies together) (netlist names)
signal       flops
U1.reg_0.Q       9
U1.reg_1.Q       9
U1.reg_2.Q       9
U1.reg_3.Q       9
U1.reg_4.Q       9
U1.reg_5.Q       9
U1.reg_6.Q       9
U1.reg_7.Q       9
U1.reg_A.Q       9
U1.reg_G.Q       9
U1.reg_IR.Q      9
U1.Xreg          8
U1.Yreg          8
U1.Tstep_Q       4
## power groups by stage
stage         registers, µW  clock network (µW)  logic, µW
CTS                     467                 506        142
global route            469                 526        156
finish                  468                 441        141
## synth_stat cells, types with 8 or more instances
library cell	n
and2_1	12
o21ai_0	11
a21oi_1	19
nor3_1	17
ha_1	9
edfxtp_1	99
nand2_1	22
xnor2_1	8
nand3_1	12
inv_1	20
nor2_1	33
dfxtp_1	16
a31oi_1	9
## metrics by stage
| stage | hold slack (ns) | power [µW] | instances |
|---|---|---|---|
| 3_3_place_gp | -0.296 | 614 | 681 |
| 3_5_place_dp | -0.296 | 616 | 681 |
| 5_1_grt | -0.517 | 1150 | 717 |
| 4_1_cts | -0.513 | 1120 | 717 |
| 2_1_floorplan | -0.296 | 568 | 483 |
| 6_report | -0.456 | 1050 | 717 |
## final cells by class
| cell class | instances | area [µm²] | area share (%) |
|---|---|---|---|
| clock buffers | 21 | 504 | 7.13 |
| repair buffers | 28 | 260 | 3.68 |
| clock inverters | 15 | 121 | 1.72 |
| inverters | 21 | 78.8 | 1.11 |
| well taps | 184 | 230 | 3.26 |
| multi-input cells | 329 | 2480 | 35.1 |
| flip-flops and latches | 119 | 3390 | 48.0 |
## worst max path at each step
stage | endpoint | slack [ns] | cells past startpoint
global route | LEDR[0] | 5.09 | 10
CTS | LEDR[2] | 5.22 | 7
finish | LEDR[2] | 5.25 | 7
## worst max-delay path, delay by kind of cell
family                 cells  cell delay (ns)
buffers and inverters      3             1.18
AOI/OAI and AO/OA          3             0.73
muxes                      1             0.34
Power is estimated from default activity; no workload was simulated.
