$ cat constraint.sdc
current_design seg7_scroll

set clk_period 3.6
set clk_io_pct 0.2

create_clock -name clk0 -period $clk_period [get_ports {Clock}]

set non_clock_inputs [all_inputs -no_clocks]
set_input_delay [expr $clk_period * $clk_io_pct] -clock clk0 $non_clock_inputs
set_output_delay [expr $clk_period * $clk_io_pct] -clock clk0 [all_outputs]
$ cat run.sh
#!/bin/bash
# OpenROAD 26Q1-2900-gdf79404cd8, Yosys 0.63+post, stock flow scripts
make -C /OpenROAD-flow-scripts/flow DESIGN_CONFIG=/design/flow/config.mk WORK_HOME=/design/flow/orfs finish
$ cat design.v
module seg7_scroll (Data, Addr, Sel, Resetn, Clock, H5, H4, H3, H2, H1, H0);
	input [6:0] Data;
	input [2:0] Addr;
	input Sel, Resetn, Clock;
	output [6:0] H5, H4, H3, H2, H1, H0;
	wire [6:0] nData;
	wire [6:0] R0, R1, R2, R3, R4, R5;
	assign nData = ~Data;
	regne reg_R0 (nData, Clock, Resetn, Sel & (Addr == 3'b000), R0);
	regne reg_R1 (nData, Clock, Resetn, Sel & (Addr == 3'b001), R1);
	regne reg_R2 (nData, Clock, Resetn, Sel & (Addr == 3'b010), R2);
	regne reg_R3 (nData, Clock, Resetn, Sel & (Addr == 3'b011), R3);
	regne reg_R4 (nData, Clock, Resetn, Sel & (Addr == 3'b100), R4);
	regne reg_R5 (nData, Clock, Resetn, Sel & (Addr == 3'b101), R5);
	assign H5 = R5; 
	assign H4 = R4; 
	assign H3 = R3; 
	assign H2 = R2; 
	assign H1 = R1; 
	assign H0 = R0;
endmodule
module regne (R, Clock, Resetn, E, Q);
	parameter n = 7;
	input [n-1:0] R;
	input Clock, Resetn, E;
	output [n-1:0] Q;
	reg [n-1:0] Q;	
	always @(posedge Clock)
		if (Resetn == 0)
			Q <= {n{1'b0}};
		else if (E)
			Q <= R;
endmodule
$ cat config.mk
export PLATFORM = sky130hd
export DESIGN_NAME = seg7_scroll
export DESIGN_NICKNAME = seg7_scroll
export VERILOG_FILES = /design/flow/design.v
export SDC_FILE = /design/flow/constraint.sdc
export NUM_CORES = 4
export LEC_CHECK = 1
export CORE_AREA = 10 10 110 110
export DIE_AREA = 0 0 120 120
==> metrics.cfg <==
[outcome]
outcome=finished clean

[detailed_routing]
dr.pass1.iters=4
highest_layer=met4
drt_iter0_markers=96
vias_per_cell=3.61
met3_length_um=429
remaining_drc_errors=0
met1_length_mm=2.16
via_count=1207
ant_nets=0
n_antenna_cell=0
finalWirelength_mm=4.74
routedWlPerCell_um=14.2
wl_met2_mm=2.11

[cts]
holdBufCountCts=0
post_cts_buffers=0
cts_tree=yes
cts_buffers=5
clock_latency_ns=0.29
cts_sinks=42
clk_pin_slew_worst_paths_ns=0.07
root_buffer=clkbuf_8
clk_path_buf_depth=2
cts.repair.resized=0
htreeDepth=2

[worst_setup_path]
rr_startpoint=reg_R2.Q[5]
rr_endpoint=reg_R2.Q[5]
required_ns=3.81
cp-end-kind=register
reg2reg_slack_ns=2.96
cp.arrival_ns=2.32
ff2ff_path_depth=2
crit_path_max_fanout=29
cp-start-kind=input port
worstSetupPathType=input port to register

[yosys]
yosysCellCount=150
syn_area_mm2=0.00158
synth_flops=42
yosys_area_mm2=0.00158
synth_cell_types=12
avgSynthCellArea_um2=10.5
yosysWarnings=1
ys_seq_frac=0.532
synthCells=150

[worst_hold_path]
whs_path_depth=2
hold_path.class=register to register
hold_end=reg_R0.Q[3]
worstHoldStart=reg_R0.Q[3]

[pwr]
powerDensity_mw_per_mm2=395
p_leak_nw=1.00
total_power_mw=0.929
peakVddDrop_mv=0.140

[final_timing]
max_freq_mhz=473
fin_skew_ns=0
hold_violations=0
max_slew_margin=0.516
drv_slew=0
setup_viol=0
worstMarginPinSlew_ns=0.723
fin_crit_ns=2.11
finalSetupTns_ns=0
rsz0062_at_grt=no
final.period_utilization=0.587

[placed_design]
hpwl_mm=3.62
place_congestion=0.765
dp_cells=327
io_buffers=54

[layout]
finalNonFillerCells=334
syn_to_final_growth_pct=48.7
fillers=1051
drive_gt1_frac=0.0448

[global_route]
grt_pass1_wl_mm=7.36
grt_max_degree=30
grt_pass1_vias=1235
grt_usage=0.0655
grt_antenna_before_repair=0
grt_overflow=0

[job]
cap_violations=0
log.warning_count=25

[floorplanning]
fp_util=0.162
rows=36
die_h_um=120
chip_area_mm2=0.0144
dieWidth_um=120
floorplan.io_pins=55
coreArea_mm2=0.00977

==> placed cells by master (no fill, tap or decap), drive strengths merged <==
cell type | netlist | layout
mux2i | 42 | 42
nand4b | 2 | 2
dfxtp | 42 | 42
nand2 | 42 | 42
nand2b | 7 | 7
clkdlybuf4s50 | 0 | 54
bufinv | 0 | 1
clkbuf | 3 | 6
and4bb | 1 | 1
buf | 8 | 1
nand4bb | 2 | 2
or4b | 1 | 1
==> worst max-delay path: stages <==
cell	delay (ns)
clkdlybuf4s50_1	0.94
buf_4	0.42
nand2_1	0.10
mux2i_1	0.13
==> state kept, by name (all words and copies together), names as in the netlist <==
name and cells:
reg_R0.Q 7, reg_R5.Q 7, reg_R4.Q 7, reg_R1.Q 7, reg_R2.Q 7, reg_R3.Q 7
==> worst max path at each step <==
stage / from / to / slack (ns) / cells after the start
CTS: Resetn / reg_R5.Q[5] / 1.49 / 4
global route: Resetn / reg_R5.Q[5] / 1.37 / 4
finish: Resetn / reg_R5.Q[5] / 1.49 / 4
==> area by class of cell <==
cell class,instances,area [um2],area share
clock buffers,6,82.6,0.0351
multi-input cells,97,684,0.291
flip-flops and latches,42,841,0.357
repair buffers,55,548,0.233
well taps,133,166,0.0707
clock inverters,1,30.0,0.0128
==> per-stage QoR <==
| step | area (um2) | utilization | worst slack (ns) | hold slack [ns] |
|---|---|---|---|---|
| after global placement | 2240 | 0.229 | 1.26 | 0.447 |
| after CTS | 2350 | 0.241 | 1.49 | 0.462 |
| after detailed placement | 2240 | 0.229 | 1.19 | 0.446 |
| after floorplan | 1580 | - | 1.97 | 0.420 |
| final | 2350 | 0.241 | 1.49 | 0.457 |
| after global routing | 2350 | 0.241 | 1.37 | 0.482 |
==> cells in the mapped netlist <==
library cell,instances,area (um2)
and4bb_2,1,12.5
buf_1,1,3.75
buf_2,6,30.0
buf_6,1,11.3
clkbuf_1,3,11.3
dfxtp_1,42,841
mux2i_1,42,420
nand2_1,42,158
nand2b_1,7,43.8
nand4b_1,2,17.5
nand4bb_1,2,22.5
or4b_1,1,10.0
==> logic make-up (layout without fill, tap and decap cells) <==
family | after synthesis | after routing | share of synthesized area
buffers and inverters | 11 | 62 | 0.0356
DFF | 42 | 42 | 0.532
muxes | 42 | 42 | 0.266
and+or+nand+nor | 55 | 55 | 0.167
==> per-layer routing <==
metal,up-vias,global-route usage
met4,0,0.00603
met2,40,0.101
met5,-,0
li1,600,-
met3,7,0.0281
met1,560,0.0873
==> report_power, final <==
group,switching [mW],internal [mW]
registers,0.00573,0.475
logic,0.0331,0.0418
clock network,0.152,0.222
